--- flow/run.sh ---
#!/bin/bash
# OpenROAD 26Q1-2900-gdf79404cd8, Yosys 0.63+post, stock flow scripts
make -C /OpenROAD-flow-scripts/flow DESIGN_CONFIG=/design/flow/config.mk WORK_HOME=/design/flow/orfs finish
--- flow/design.v ---
module CombLogic_top (
    input logic [9:0] SW,
    output logic [6:0] HEX0,
	 output logic [6:0] HEX1,
	 output logic [6:0] HEX2,
	 output logic [6:0] HEX3,
	 output logic [6:0] HEX4
);
    logic [3:0] A, B;
    logic Cin;
    logic [3:0] S;
    logic Cout;
    assign A = SW[3:0];
    assign B = SW[7:4];
    assign Cin = SW[9:8];  
    logic [3:0] carry;
    genvar i;
    generate
        for (i = 0; i < 4; i++) begin : full_adder_block
            if (i == 0) begin
                fulladder fa (
                    .a(A[i]),
                    .b(B[i]),
                    .cin(Cin),
                    .s(S[i]),
                    .cout(carry[i])
                );
            end else begin
                fulladder fa (
                    .a(A[i]),
                    .b(B[i]),
                    .cin(carry[i-1]),
                    .s(S[i]),
                    .cout(carry[i])
                );
            end
        end
    endgenerate
    assign Cout = carry[3];
    hexto7segment HEX_A (
        .binary_in(A),
        .seg(HEX0)
    );
    hexto7segment HEX_B (
        .binary_in(B),
        .seg(HEX1)
    );
    hexto7segment HEX_Cin (
        .binary_in({3'b000, Cin}),   
        .seg(HEX2)
    );
    hexto7segment HEX_S (
        .binary_in(S),
        .seg(HEX3)
    );
    hexto7segment HEX_Cout (
        .binary_in({3'b000, Cout}),   
        .seg(HEX4)
    );
endmodule
module fulladder (
    input logic a, b, cin,
    output logic s, cout
);
    logic p, g;
    assign p = a ^ b;
    assign g = a & b;
    assign s = p ^ cin;
    assign cout = g | (p & cin);
endmodule
module hexto7segment (
    input  logic [3:0] binary_in,   
    output logic [6:0] seg          
);
    always_comb begin
        case (binary_in)
            4'b0000: seg = 7'b1000000;  
            4'b0001: seg = 7'b1111001;  
            4'b0010: seg = 7'b0100100;  
            4'b0011: seg = 7'b0110000;  
            4'b0100: seg = 7'b0011001;  
            4'b0101: seg = 7'b0010010;  
            4'b0110: seg = 7'b0000010;  
            4'b0111: seg = 7'b1111000;  
            4'b1000: seg = 7'b0000000;  
            4'b1001: seg = 7'b0010000;  
            4'b1010: seg = 7'b0001000;  
            4'b1011: seg = 7'b0000011;  
            4'b1100: seg = 7'b1000110;  
            4'b1101: seg = 7'b0100001;  
            4'b1110: seg = 7'b0000110;  
            4'b1111: seg = 7'b0001110;  
            default: seg = 7'b1111111;  
        endcase
    end
endmodule
--- flow/constraint.sdc ---
current_design CombLogic_top

set clk_period 4.6
set clk_io_pct 0.2

create_clock -name clk0 -period $clk_period

set non_clock_inputs [all_inputs -no_clocks]
set_input_delay [expr $clk_period * $clk_io_pct] -clock clk0 $non_clock_inputs
set_output_delay [expr $clk_period * $clk_io_pct] -clock clk0 [all_outputs]
--- flow/config.mk ---
export PLATFORM = sky130hd
export DESIGN_NAME = CombLogic_top
export DESIGN_NICKNAME = CombLogic_top
export VERILOG_FILES = /design/flow/design.v
export SDC_FILE = /design/flow/constraint.sdc
export NUM_CORES = 4
export LEC_CHECK = 1
export CORE_AREA = 10 10 75 75
export DIE_AREA = 0 0 85 85
==> summary.txt <==
Implementation status.

- The power density over the cells is approximately 150 nW/um^2.
- The fraction of layout cells with a size suffix above 1 is 0.202.
- The count of unresolved DRC violations after routing is 0.
- The highest-count logic cell in the final layout is sky130_fd_sc_hd__clkdlybuf4s50_1.
- The average wire per standard cell is 11.8 um.
- The worst setup path is captured at a primary output.
- Of the total power, the clock network draws 0.
- The die extent in y is 85 um.
- Post-route period utilization is reported as 0.969.
- The run finished with clean final reports.
- The full die area is approximately 7200 sq um.
- The warning total across the stage logs is 50.
- Each instance of the synthesized netlist takes up on average between 7 and 8 sq um.
- For this run, global-route usage on met1 was measured as 0.0795.
- Synthesis instantiated 27 different standard cells from the library.
- The count of endpoints failing setup in the final report is 0.
- In the final report, the number of pins over their slew limit comes to 0.
- The top achievable clock speed is around 220 MHz.
- The critical path endpoint has a required time of around 3.7 ns.
- The die width is roughly 85 um.
- The synth_stat.txt file lists the number of cells as 124.
- The post-placement cell count is 211.
- For this run, the register share of the synthesized area comes to 0.
- The met2 usage is 0.112.
- The max-capacitance violation count is 0.
- The count of input and output buffers is 38.
- The path class of the lowest-slack min-delay path is in2out.
- The peak supply drop is roughly 62 uV.
- The Yosys warning count is 1.
- For this run, global-route usage on met3 was measured as 0.0231.
- The leakage component of the power is 0.692 nW.
- Setup repair after global routing left no endpoint under its margin.
- The cell family contributing the most delay on the critical path is adder cells.
- After floorplanning, the core was sized to cover ~4100 sq um.
- The script computed the net switching share of total power as 0.408.
- Per the run report, area growth between synthesis and finish was 50.8%.
- Entering global routing, the biggest net connects 15 pins.
- Synthesis produced a netlist whose cell count is roughly 120.
- The switching component of the power is 0.0000907 W.
- The number of vias after detailed routing is 920.
- The wire length of the first global-routing pass is 4.18 mm.
- The final antenna diode count is 0.
- In this run the worst path has a maximum fanout of 7.
- The detailed-route vias per instance is between 4 and 5.
- The count of non-filler cells in the finished layout is approximately 210.
- The most used routing layer in global routing is met2.
- The cell area that synthesis handed to floorplanning was approximately 960 sq um.
- The data arrival time of the worst path is approximately 3.5 ns.
- The post-cts hold-fix buffer tally is 0.
- The global routing report lists combined usage of all routing layers as 0.0653.
- The routability congestion estimate from global placement is slightly below 0.8.
- Listed in order, past its start point the critical path passes dlygate4sd2_1 > inv_2 > fa_1 > inv_1 > fa_1 > inv_1 > fa_2 > inv_2 > fa_2 > buf_6 > a22o_1 > clkdlybuf4s50_1.
- The report lists the number of standard-cell rows as 23.
- The sum of internal, switching and leakage power is roughly 0.00022 W.
- The area of the synthesized netlist per yosys stat is just under 1000 sq um.
- The via count of the first global-routing pass is ~900.
- The number of nets with antenna violations after detailed routing is 0.
- The number of clock-tree buffers in the layout is 0.
- Per the GRT congestion report, total overflow comes to 0.
- The starting density of the core is 0.238.
- In the post-route report, total wirelength is listed as ~2.5 mm.
- The hold path endpoint is HEX2[3].
- The top-level port count is roughly 45.
- STA classifies the critical path startpoint as an input pin.
- The half-perimeter wire length after placement is between 2 and 2.5 mm.
- The worst hold-check slack is around 2.5 ns.
- The initial antenna violation count is 0.
- The final-report hold violation count is 0.
- The startpoint identified for the worst hold timing path is SW[8].
- The relative contribution of combinational cells to total power is 1.000.
- In the final layout, the fill cell count is around 420.
- Along the worst hold path, the cell count comes to 3.
- For this run, the slowest stage of the critical path takes 0.47 ns.
- The time the worst path needs with I/O delays and setup is 4.46 ns.
- Counting both buffers and inverters, the worst setup path holds a total of 7.
- The sequential cell area is 0 sq um.
- The first-pass iteration count of the detailed router is 4.
- The critical path is of the in2out type.
- The design has 0 sequential cells.
- The starting DRC count in detailed routing is 17.
- The power share of the sequential group is 0.
- The critical path's slowest cell is sky130_fd_sc_hd__fa_2.
- By instance count after routing, the leading logic cell types are sky130_fd_sc_hd__clkdlybuf4s50_1 (33), sky130_fd_sc_hd__ha_1 (19), sky130_fd_sc_hd__buf_4 (14), sky130_fd_sc_hd__mux2i_1 (9), sky130_fd_sc_hd__inv_1 (9).
- The cell-internal power is around 0.00013 W.
-- worst max-delay path by stage --
stage                 slack, ns      end   from  depth (start not counted)
after global routing       0.03  HEX3[1]  SW[4]                         12
after CTS                 -0.09  HEX3[1]  SW[8]                         12
final                      0.14  HEX3[1]  SW[0]                         12
-- kinds of logic (layout without fill, tap and decap cells) --
kind of cell / Yosys count / after routing / synth area share
other: 2 / 6 / 0.00779
AND/OR/NAND/NOR: 26 / 26 / 0.137
multiplexers: 12 / 12 / 0.156
AND-OR/OR-AND: 27 / 27 / 0.172
adder cells (fa/ha/maj): 23 / 23 / 0.329
buffers and inverters: 34 / 69 / 0.197
-- tightest hold or removal path: stages --
cell and delay, ns:
sky130_fd_sc_hd__dlymetal6s2s_1 0.14, sky130_fd_sc_hd__buf_4 0.14, sky130_fd_sc_hd__clkdlybuf4s50_1 0.40
-- cell type report --
type	instances	area (sq um)	share of cell area
multi-input combinational	94	827	0.568
timing repair buffer	54	509	0.350
tap	50	62.6	0.0430
inverter	15	56.3	0.0387
-- synthesized netlist by cell type, drive strengths merged --
cell type | number | area [sq um]
or3 | 5 | 31.3
o21ai | 11 | 55.1
fa | 4 | 80.1
a21oi | 6 | 30.0
mux4 | 2 | 48.8
o31ai | 2 | 15.0
nor2 | 8 | 30.0
inv | 15 | 56.3
nand3 | 3 | 15.0
o2bb2ai | 1 | 8.76
nor2b | 4 | 25.0
a211oi | 2 | 15.0
ha | 19 | 238
nand2b | 2 | 12.5
buf | 18 | 130
conb | 2 | 7.51
a22o | 3 | 27.5
o211ai | 2 | 15.0
mux2 | 1 | 11.3
nand2 | 3 | 11.3
mux2i | 9 | 90.1
clkbuf | 1 | 3.75
nand3b | 1 | 7.51
-- per-stage QoR --
step / utilization / cell area (sq um) / setup slack (ns) / setup TNS [ns]
detailed placement: 0.344 / 1390 / -0.252 / -1.48
global placement: 0.344 / 1390 / -0.244 / -1.49
CTS: 0.351 / 1420 / -0.0929 / -0.397
floorplan: - / 980 / 0.799 / 0
global route: 0.359 / 1460 / 0.0257 / 0
finish: 0.359 / 1460 / 0.145 / 0
-- routing by layer --
metal	share of wire	wire (um)
met1	0.43	1080
met2	0.47	1190
met3	0.090	225
met4	0.0064	16
met5	0	0
-- power groups by stage --
stage	Sequential, W	Clock, W	Combinational (W)
finish	0	0	0.000222
global route	0	0	0.000247
CTS	0	0	0.000216
-- repair_timing --
item / in CTS / in global routing
setup buffers: 2 / 0
pin swaps: 0 / 1
setup endpoints to repair: 7 / 7
resized: 14 / 10
cloned: 0 / 0
Power and IR drop assume default switching activity.
